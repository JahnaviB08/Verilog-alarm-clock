==> ./design.v <==
module Alarm(input reset, input clk, input [1:0] hour_in1, input [3:0] hour_in0, input [3:0] min_in1, input [3:0] min_in0, input time_set, input alarm_set, input alarm_on, input stop, output reg alarm, output [1:0] hour_out1, output [3:0] hour_out0, output [3:0] min_out1, output [3:0] min_out0, output [3:0] sec_out1, output [3:0] sec_out0);
reg [5:0] temp_hour, temp_min, temp_sec;
reg [1:0] clock_hr1, alarm_hr1;
reg [3:0] clock_hr0, alarm_hr0;
reg [3:0] clock_min1, alarm_min1;
reg [3:0] clock_min0, alarm_min0;
reg [3:0] clock_sec1, alarm_sec1;
reg [3:0] clock_sec0, alarm_sec0;
function [3:0] modulo;
input [5:0] number;
begin
if(number >= 50)
  modulo = 5;
else if(number >= 40)
  modulo = 4;
else if(number >= 30)
  modulo = 3;
else if(number >= 20)
  modulo = 2;
else if(number >= 10)
  modulo = 1;
else
  modulo = 0;
end
endfunction
always @ (posedge clk or posedge reset)
begin
if(reset) begin
  alarm_hr1 <= 2'b00;
  alarm_hr0 <= 4'b0000;
  alarm_min1 <= 4'b0000;
  alarm_min0 <= 4'b0000;
  alarm_sec1 <= 4'b0000;
  alarm_sec0 <= 4'b0000;
  temp_hour <= 0;
  temp_min <= 0;
  temp_sec <= 0;
  end
else begin
  if(time_set) begin
      temp_hour <= 10*hour_in1 + hour_in0;
      temp_min <= 10*min_in1 + min_in0;
      temp_sec <= 0;
    end
    if(alarm_set)
      begin
        alarm_hr1 <= hour_in1;
        alarm_hr0 <= hour_in0;
        alarm_min1 <= min_in1;
        alarm_min0 <= min_in0;
        alarm_sec1 <= 4'b0000;
        alarm_sec0 <= 4'b0000;
      end
    else
      begin
        temp_sec <= temp_sec + 1;
        if(temp_sec >= 59)
          begin
            temp_min <= temp_min + 1;
            temp_sec <= 0;
          end
        if(temp_min >= 59)
          begin
            temp_hour <= temp_hour + 1;
            temp_min <= 0;
          end
        if(temp_hour >= 24)
          begin
            temp_hour <= 0;
          end
      end
  end
end
always @ (*)
  begin
    if(temp_hour >= 20)
      begin
        clock_hr1 = 2;
      end
	else begin
		if(temp_hour >= 10)
			clock_hr1 = 1;
		else
      clock_hr1 = 0;
  end
  clock_hr0 = temp_hour - 10*clock_hr1;
  clock_min1 = modulo(temp_min);
  clock_min0 = temp_min - 10*clock_min1;
  clock_sec1 = modulo(temp_sec);
  clock_sec0 = temp_sec - 10*clock_sec1;
end
assign hour_out1 = clock_hr1;
assign hour_out0 = clock_hr0;
assign min_out1 = clock_min1;
assign min_out0 = clock_min0;
assign sec_out1 = clock_sec1;
assign sec_out0 = clock_sec0;
always @ (posedge clk or posedge reset)
  begin
    if(reset)
      alarm <= 0;
    else
      begin
        if({alarm_hr1, alarm_hr0, alarm_min1, alarm_min0, alarm_sec1, alarm_sec0} == {clock_hr1, clock_hr0, clock_min1, clock_min0, clock_sec1, clock_sec0})
          begin
            if(alarm_on)
              alarm <= 1;
          end
        if(stop)
          alarm <= 0;
      end
  end
endmodule
==> ./run.sh <==
#!/bin/bash
# OpenROAD 26Q1-2900-gdf79404cd8, Yosys 0.63+post, stock flow scripts
make -C /OpenROAD-flow-scripts/flow DESIGN_CONFIG=/design/flow/config.mk WORK_HOME=/design/flow/orfs finish
==> ./config.mk <==
export PLATFORM = sky130hd
export DESIGN_NAME = Alarm
export DESIGN_NICKNAME = Alarm
export VERILOG_FILES = /design/flow/design.v
export SDC_FILE = /design/flow/constraint.sdc
export NUM_CORES = 4
export LEC_CHECK = 1
export CORE_UTILIZATION = 30
==> ./constraint.sdc <==
current_design Alarm

set clk_period 3.7
set clk_io_pct 0.2

create_clock -name clk0 -period $clk_period [get_ports {clk}]

set non_clock_inputs [all_inputs -no_clocks]
set_input_delay [expr $clk_period * $clk_io_pct] -clock clk0 $non_clock_inputs
set_output_delay [expr $clk_period * $clk_io_pct] -clock clk0 [all_outputs]
==> job_summary.md <==
## PnR job results

| Metric | Value |
|---|---|
| RSZ-0062 raised after global routing | yes |
| Power Density | 533 nW/um2 |
| Slew headroom | 50.5% |
| H-tree depth | 2 |
| # IOs | 43 |
| Hold Crit Class | register to register |
| Top cells excl fill/tap | 39 x clkdlybuf4s50_1, 28 x dfrtp_1, 21 x inv_1 |
| Detail Route Antenna Nets | 0 |
| N_diodes | 0 |
| Synth-to-layout area growth | 22.9% |
| CP Depth | 11 |
| Die Ht | 97.6 um |
| Post-synth EDFFs | 0 |
| Global route overflow | 0 |
| Final Max Tran Viols | 0 |
| CP peak stage delay | 480 ps |
| Overall routing resource usage | 14.1% |
| Layout cells sized above 1 | 15.3% |
| DRT Pass-1 Iters | 4 |
| Hold path start | alarm_hr0[0] |
| Placement Setup Slack | 252 ps |
| Combinational Area | 1730 um2 |
| Buffer-and-inverter tally for the worst setup path | 3 |
| Init Core Util | 31.3% |
| CTS tree | yes |
| Reg-to-Reg Start | temp_sec[1] |
| Largest net degree at the start of global routing | 34 |
| Max VDD drop | 0.000294 V |
| Vias in the first global route | 2092 |
| Top cell excl fill/tap | clkdlybuf4s50_1 |
| Syn. warnings | 1 |
| Min cycle time layout | 3510 ps |
| Max-cap viol count | 0 |
| Beginning of the critical path | temp_min[0] |
| Global-route wire length before repair | 10.6 mm |
| Post-layout util | 38.4% |
| DPL Wire Length | 4.88 mm |
| #FFs+latches synth | 33 |
| Clk sink count | 33 |
| Worst slew pin tran | 740 ps |
| Yosys stat area | 2740 um2 |
| Drc violations | 0 |
| Worst Hold Margin | 529 ps |
| LEAKAGE | 0.00143 uW |
| Wire per inst | 14.4 um |
| Global Route met2 Usage | 20.9% |
| Cell count after synthesis | 296 |
| Crit path required time | 2960 ps |
| Post-synthesis sequential area ratio | 30.1% |
| Root Buffer | clkbuf_8 |
| Hold path depth | 1 |
| Cell family with most CP delay | adder cells |
| Worst r2r path cells | 12 |
| CP max stage cell | clkdlybuf4s50_1 |
| IO Port Bufs | 40 |
| OpenROAD warning count | 34 |
| Die W | 97.6 um |
| CTS max path bufs | 2 |
| CP Max Fanout | 2 |
| Post-synth ARST share | 100% |
| Final Setup Violations | 0 |
| Number of fill cells | 895 |
| Cell Rows | 34 |
| Antenna violations before repair | 0 |
| Endpoint class of the critical path | output port |
| Type of the worst setup path | register to output port |
| Met3 Use GR | 1.61% |
| Cell-by-cell trace of the critical path | inv_1 -> ha_1 -> nor4bb_1 -> o21a_1 -> a211oi_2 -> ha_1 -> inv_1 -> fa_1 -> xor2_1 -> xnor2_1 -> clkdlybuf4s50_1 |
| Most crowded layer after global routing | met1 |
| Syn avg cell area | 9.26 um2 |
| Status | complete, no violations |
| Post-Syn Area | 2740 um2 |
| Core area | 8760 um2 |
| Final Hold Viols | 0 |
| Die area | 9520 um2 |
| Initial DRC Count | 71 |
| Worst-path clk slew | 70 ps |
| Vias per std cell | 5.03 |
| Flop area | 832 um2 |
| Clock skew | 7.62 ps |
| Post-synthesis cell count from yosys | 296 |
| Latest clock arrival within the worst-skew pair | 290 ps |
| CP Launch Type | register |
| Commonest flop | dfrtp_1 |
| Via count | 2247 |
| Met1 Use GR | 22.7% |
| Tcrit/Tclk final | 94.9% |
| Fin cells | 447 |
| Final wirelength | 6.44 mm |
| Gpl congestion | 0.911 |
| Fmax achieved | 285 MHz |
| Number of buffers created by CTS | 5 |
| CP arrival | 2770 ps |
| Inst Count DP | 435 |
| Post-synthesis cell type count | 57 |
| Worst Slack Setup Final | 190 ps |
## final cells by class
class                           instances  area share (%)
Multi-Input combinational cell        221            51.3
Clock buffer                            8            2.38
Inverter                               23            2.56
Sequential cell                        33            24.7
Tap cell                              108            4.01
Timing Repair Buffer                   54            15.1
## sequential cells by signal, summed over array words and instances, names as in the netlist
name        count
temp_hour       6
temp_min        6
temp_sec        6
alarm_hr0       4
alarm_min0      4
alarm_min1      4
alarm_hr1       2
alarm           1
## cells in the mapped netlist (7+ instances only)
| library cell | count | area, um2 |
|---|---|---|
| a21oi_1 | 11 | 55.1 |
| buf_4 | 7 | 52.6 |
| clkbuf_1 | 8 | 30.0 |
| dfrtp_1 | 33 | 826 |
| ha_1 | 20 | 250 |
| inv_1 | 22 | 82.6 |
| mux2_2 | 15 | 169 |
| nand2_1 | 20 | 75.1 |
| nand3_1 | 13 | 65.1 |
| nor2_1 | 18 | 67.6 |
| o21ai_0 | 16 | 80.1 |
| xnor2_1 | 17 | 149 |
| xor2_1 | 10 | 87.6 |
## kinds of logic after synthesis
kind of cell             synth area share (%)
multiplexers                             7.99
flip-flops                               30.1
AND/OR/NAND/NOR                          14.8
AND-OR/OR-AND                            17.1
buffers and inverters                    7.44
other                                   0.137
XOR/XNOR                                 9.54
adder cells (fa/ha/maj)                  12.8
## path summary, 6_finish.rpt
check                          endpoint  slack [ps]
hold reg to reg            alarm_hr0[0]         530
min in group asynchronous  alarm_hr0[1]         860
hold / removal             alarm_hr0[0]         530
max in group asynchronous   temp_min[1]        2490
setup reg to reg                  alarm         560
setup / recovery            min_out0[3]         190
## power by group
| group | internal [uW] | switching (uW) | total (uW) |
|---|---|---|---|
| logic | 583 | 428 | 1010 |
| registers | 421 | 94.7 | 516 |
| clock network | 134 | 134 | 267 |
## stage by stage
| stage | total power [uW] | TNS [ps] | cell area [um2] |
|---|---|---|---|
| after CTS | 1800 | 0 | 3330 |
| final | 1790 | 0 | 3370 |
| after global placement | 1510 | 0 | 3240 |
| after floorplan | 1050 | 0 | 2740 |
| after detailed placement | 1510 | 0 | 3240 |
| after global routing | 1940 | -44.9 | 3370 |
## what timing repair did
item | 4_1_cts | 5_1_grt
hold endpoints to repair | 0 | 0
resized | 3 | 8
pin swaps | 1 | 1
setup endpoints to repair | 2 | 4
setup buffers | 2 | 2
hold buffers | 0 | 0
## routing by layer
metal,share of wire [%],routed length [um]
met1,51,3270
met3,3.3,213
met5,0,0
met2,44,2820
met4,2.1,132
Power is estimated from default activity; no workload was simulated.
